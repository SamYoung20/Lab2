[/design/flow/config.mk]
export PLATFORM = sky130hd
export DESIGN_NAME = inputconditioner
export DESIGN_NICKNAME = inputconditioner
export VERILOG_FILES = /design/flow/design.v
export SDC_FILE = /design/flow/constraint.sdc
export NUM_CORES = 4
export LEC_CHECK = 1
export CORE_AREA = 10 10 70 70
export DIE_AREA = 0 0 80 80
[/design/flow/constraint.sdc]
current_design inputconditioner

set clk_period 1.2
set clk_io_pct 0.2

create_clock -name clk0 -period $clk_period [get_ports {clk}]

set non_clock_inputs [all_inputs -no_clocks]
set_input_delay [expr $clk_period * $clk_io_pct] -clock clk0 $non_clock_inputs
set_output_delay [expr $clk_period * $clk_io_pct] -clock clk0 [all_outputs]
[/design/flow/design.v]
`timescale 1 ns / 1 ps
module inputconditioner
(
input 	    clk,             
input	    noisysignal,     
output reg  conditioned,     
output reg  positiveedge,    
output reg  negativeedge     
);
    parameter counterwidth = 3;  
    parameter waittime = 3;      
    reg[counterwidth-1:0] counter = 0;
    reg synchronizer0 = 0;
    reg synchronizer1 = 0;
    reg posedgecounter = 0;
    reg negedgecounter = 0;
    always @(posedge clk ) begin
        if(posedgecounter > 0) begin
          positiveedge <= 0;
          posedgecounter <= 0;
        end
        if(negedgecounter > 0) begin
          negativeedge <= 0;
          negedgecounter <= 0;
        end
        if(conditioned == synchronizer1)
            counter <= 0;
        else begin
            if( counter == waittime) begin
                counter <= 0;
                conditioned <= synchronizer1;
            if( conditioned < synchronizer0) begin
                positiveedge <= 1;
                posedgecounter <= posedgecounter + 1; end
            if( conditioned > synchronizer0) begin
                negativeedge <= 1;
                negedgecounter <= negedgecounter + 1; end end
                counter <= counter+1;
        end
        synchronizer0 <= noisysignal;
        synchronizer1 <= synchronizer0;
    end
endmodule
[/design/flow/run.sh]
#!/bin/bash
# OpenROAD 26Q1-2900-gdf79404cd8, Yosys 0.63+post, stock flow scripts
make -C /OpenROAD-flow-scripts/flow DESIGN_CONFIG=/design/flow/config.mk WORK_HOME=/design/flow/orfs finish
==> results.sh <==
# implementation run metrics
export IMPL_reg2reg_setup_slack_ps=70
export IMPL_setup_violations_final=0
export IMPL_ys_cells=27
export IMPL_status="completed"
export IMPL_dieArea_um2=6400
export IMPL_hp_start="synchronizer0"
export IMPL_syn_avg_cell_area_um2=11.9
export IMPL_r2r_cells=3
export IMPL_dp_hpwl_um=378
export IMPL_min_path_type="flop to flop"
export IMPL_syn_inst=27
export IMPL_top_area_cell="dfxtp_1"
export IMPL_holdPathEnd="synchronizer1"
export IMPL_grt_max_degree=7
export IMPL_hold_buffers=0
export IMPL_switching_share=0.215
export IMPL_regArea_um2=213
export IMPL_cap_violations=0
export IMPL_slew_headroom=0.853
export IMPL_p_int_uw=570
export IMPL_top_cells_by_area="dfxtp_1 56%, edfxtp_1 9.3%, ha_1 7.8%"
export IMPL_cts_tree="yes"
export IMPL_hold_violations=0
export IMPL_layout_worst_path_cycle_share=0.938
export IMPL_crit_arrival_ps=1110
export IMPL_max_freq_mhz=888
export IMPL_track_usage=0.0177
export IMPL_initCoreUtil=0.0941
export IMPL_switchingPower_uw=156
export IMPL_synth_area_um2=322
export IMPL_p_comb_frac=0.119
export IMPL_r2r_start="conditioned"
export IMPL_ctsHtreeMaxLevel=1
export IMPL_crit_slowest_cell="edfxtp_1"
export IMPL_gp_congestion=0.667
export IMPL_seqPwrFrac=0.550
export IMPL_min_period_ps=1130
export IMPL_yosys_warnings=1
export IMPL_post_drt_wl_per_cell_um=6.09
export IMPL_grt_pass1_vias=201
export IMPL_path_cells="buf_4 -> xor2_2 -> and2_1"
export IMPL_whs_ps=379
export IMPL_clkTransAtPathRegs_ps=60
export IMPL_io_pins=5
export IMPL_top_area_frac=0.560
export IMPL_warnings=25
export IMPL_cts_root_buffer="clkbuf_4"
export IMPL_fill_cells=385
export IMPL_cp_max_fo=2
export IMPL_path_class="flop to flop"
export IMPL_worst_setup_path_start_kind="flop"
export IMPL_drtPass1Iterations=4
export IMPL_route_vias_total=208
export IMPL_drive_above_1_share=0.237
export IMPL_rows=21
export IMPL_cts_sinks=10
export IMPL_p_leak_uw=0.000191
export IMPL_max_stage_delay_ps=370
export IMPL_reg2reg_to="conditioned"
export IMPL_clock_skew_final_ps=1.81
export IMPL_routed_wl_um=518
export IMPL_vias_per_cell=2.45
export IMPL_ys_seq_share=0.654
export IMPL_irDropWorstVdd_uv=210
export IMPL_coreArea_um2=3420
export IMPL_grt_overflow_total=0
export IMPL_worst_pin_slew_ps=220
export IMPL_drv_slew=0
export IMPL_crit_required_ps=1180
export IMPL_p_per_area_nw_per_um2=1520
export IMPL_drt_iter0_drc=3
export IMPL_ys_ff=10
export IMPL_port_buffers=4
export IMPL_power_frac_clock=0.331
export IMPL_end_kind="flop"
export IMPL_ctsLongestPathBuffers=2
export IMPL_grt_setup_unrepaired="no"
export IMPL_die_w_um=80
export IMPL_drc=0
export IMPL_synth_cell_types=11
export IMPL_finalSetupTns_ps=0
export IMPL_grt_pass1_wl_um=841
export IMPL_combGateArea_um2=108
export IMPL_total_power_uw=726
export IMPL_postRouteAntennaNets=0
export IMPL_hold_depth=0
export IMPL_area_growth_pct=48.2
export IMPL_antenna_found_initial=0
export IMPL_worstSkewPairLatency_ps=260
export IMPL_numCtsBuffers=3
export IMPL_dieHeight_um=80
export IMPL_ys_area_um2=322
layout by cell type (no fill, tap or decap):
cell             synthesis  layout
xor2_2                   0       1
ha_1                     2       2
inv_1                    3       3
and2_1                   2       2
nor2_1                   4       4
o21ai_0                  2       2
clkbuf_1                 0       1
dlygate4sd2_1            0       3
dfxtp_1                  9       7
clkbuf_4                 0       3
edfxtp_1                 1       1
diode_2                  0       1
xnor2_1                  1       1
nand4b_1                 1       1
buf_4                    0       3
nand4bb_1                1       1
clkdlybuf4s50_1          0       1
dfxtp_2                  0       2
state kept, by name, indices dropped and copies added, names as in the netlist:
| register | flops |
|---|---|
| negativeedge | 1 |
| positiveedge | 1 |
| posedgecounter | 1 |
| synchronizer0 | 1 |
| synchronizer1 | 1 |
| counter | 3 |
| negedgecounter | 1 |
| conditioned | 1 |
worst max-delay path: cells and delay by family, from the launching register on:
family,cells,cell delay [ps]
flops,1,370
buf+inv,1,160
xor+xnor,1,160
simple gates,1,150
repair_timing:
item / CTS / global route
endpoints found under the setup margin: 3 / 1
buffers inserted: 2 / 0
pin swaps: 0 / 0
gates resized: 5 / 1
metrics by stage:
step / instance area [um^2] / util / worst slack, ps / std cells
finish: 477 / 0.140 / 74.5 / 85
global route: 474 / 0.139 / 16.7 / 84
CTS: 467 / 0.137 / 47.0 / 84
detailed placement: 427 / 0.125 / 112 / 78
global placement: 427 / 0.125 / 127 / 78
floorplan: 322 / - / 159 / 27
logic make-up after synthesis:
family	synth area share
adder cells (fa/ha/maj)	0.0778
AND/OR/NAND/NOR	0.148
XOR/XNOR	0.0545
flip-flops	0.654
AND-OR/OR-AND	0.0311
buffers and inverters	0.0350
area by class of cell:
class / instances / area share
inverters: 3 / 0.0236
diodes: 1 / 0.00525
repair buffers: 7 / 0.123
multi-input cells: 14 / 0.226
clock buffers: 4 / 0.0551
flip-flops and latches: 10 / 0.446
well taps: 46 / 0.121
cell usage after synthesis:
cell       number
edfxtp_1        1
xnor2_1         1
xor2_1          1
nand4bb_1       1
inv_1           3
o21ai_0         2
dfxtp_1         9
nand4b_1        1
nor2_1          4
ha_1            2
and2_1          2
routing by layer:
metal  vias up  track usage  wire length [um]
li1        109            -                 -
met1        90       0.0189               236
met2         9       0.0185               180
met5         -            0                 0
met3         0       0.0250               101
met4         0      0.00528                 0
how the worst max path moves through the flow:
stage                        from     endpoint  slack (ps)  cells past startpoint
final                 conditioned  conditioned          70                      3
after global routing  conditioned  conditioned          20                      3
after CTS             conditioned  conditioned          50                      3
power by group through the flow:
| stage | sequential, uW | clock [uW] | combinational [uW] |
|---|---|---|---|
| 6_report | 400 | 240 | 86.3 |
| 5_1_grt | 406 | 262 | 102 |
| 4_1_cts | 399 | 248 | 89.7 |
No activity file was given, so power comes from the tool's default toggle rates.
