### ./constraint.sdc
current_design datamemory

set clk_period 18.1
set clk_io_pct 0.2

create_clock -name clk0 -period $clk_period [get_ports {clk}]

set non_clock_inputs [all_inputs -no_clocks]
set_input_delay [expr $clk_period * $clk_io_pct] -clock clk0 $non_clock_inputs
set_output_delay [expr $clk_period * $clk_io_pct] -clock clk0 [all_outputs]
### ./run.sh
#!/bin/bash
# OpenROAD 26Q1-2900-gdf79404cd8, Yosys 0.63+post, stock flow scripts
make -C /OpenROAD-flow-scripts/flow DESIGN_CONFIG=/design/flow/config.mk WORK_HOME=/design/flow/orfs finish
### ./config.mk
export PLATFORM = sky130hd
export DESIGN_NAME = datamemory
export DESIGN_NICKNAME = datamemory
export VERILOG_FILES = /design/flow/design.v
export SDC_FILE = /design/flow/constraint.sdc
export NUM_CORES = 4
export LEC_CHECK = 1
export CORE_UTILIZATION = 40
### ./design.v
`timescale 1 ns / 1 ps
module datamemory
#(
    parameter addresswidth  = 7,
    parameter depth         = 2**addresswidth,
    parameter width         = 8
)
(
    input 		                clk,
    output reg [width-1:0]      dataOut,
    input [addresswidth-1:0]    address,
    input                       writeEnable,
    input [width-1:0]           dataIn
);
    initial dataOut = 0;
    reg [width-1:0] memory [depth-1:0];
    always @(posedge clk) begin
        if(writeEnable)
            memory[address] <= dataIn;
        dataOut <= memory[address];
    end
endmodule
==> impl_metrics.toml <==
# flow metrics
[outcome]
status = "finished, final reports clean"

[die]
die_area_sq_um = 102000
dieHeight_um = 320
core_util_floorplan_pct = 40.4
die_w_um = 320
core_sq_um = 100000
rows = 116
ios = 25

[logic_synthesis]
syn_inst = 2475
yosysCellCount = 2475
top_cell = "edfxtp_1"
synth_cell_types = 66
avgSynthCellArea_sq_um = 16.3
synth_warnings = 1
ys_ff = 1032
enable_flop_cells = 1024
area_leaders = "edfxtp_1 (76%), a221oi_1 (4.8%), nor2_1 (2.2%)"
synthFlopType = "edfxtp_1"
ys_seq_share_pct = 76.4
synthArstFlopShare_pct = 0
yosys.area.top_type_share_pct = 76.0
yosysChipArea_sq_um = 40400
synth.largest_area_cell = "edfxtp_1"
common_cells = "edfxtp_1 (1024), nor2_1 (240), a221oi_1 (220), a21oi_1 (125), nand2_1 (102)"
synth_area_sq_um = 40400

[timing]
rsz0062_at_grt = "false"
maxSlewHeadroom_pct = 24.1
tns_ns = 0
final.min_clock_period_ns = 6.80
final_max_slew_viol_count = 0
tightestPinTransition_ns = 1.13
period_used_pct = 37.6
finalClockSkew_ns = 0.0300
setup_viol = 0
fmax_ghz = 0.147
finalHoldViolations = 0

[worst_setup_path]
critPathSlowestCell = "buf_4"
cp.required_ns = 18.64
cp_cell_sequence = "buf_8 -> buf_4 -> nor2b_2 -> buf_4 -> nand2_1 -> a211oi_1 -> nor3_1 -> a41oi_1 -> nand4_1"
cp-end-kind = "register"
max_stage_delay_ns = 0.69
cp.depth = 9
crit_type = "in -> reg"
crit_family = "buffers and inverters"
cp_common_cell = "buf_4"
path_buffers = 3
crit_path_max_fanout = 70
crit_path_start_kind = "input pin"
crit_arrival_ns = 7.34
rr_worst_depth = 6

[route]
routed-via-count = 24200
wl_met2_um = 53900
drcViolationCount = 0
viasPerCell = 6.21
wl_met3_um = 21700
drt_iter0_drc = 2003
ant_nets = 0
antenna-diode-count = 0
drt_pass1_iterations = 5
highest_layer = "met5"
drt-total-wl_um = 121000
wl_met1_um = 40600
wl_per_cell_um = 30.9

[global_route]
grt_pass1_wl_um = 176000
grt_usage_pct = 25.8
antenna_found_initial = 7
grt_pass1_vias = 25600
grt_max_degree = 101
grt_remaining_overflow = 0

[layout]
area_delta_synth_final_pct = 12.3
drive_gt1_share_pct = 13.4
post_layout_nonfiller_instances = 3897

[place]
placedCellCount = 3702
io_buffers = 24
dpl.hpwl_um = 71000
gp_congestion = 0.982

[clocking]
cts.repair.resized = 0
post-cts-setup-buffers = 0
clockRootBuffer = "clkbuf_16"
cts.sinks = 1032
cts.clk_slew.worst_paths_ns = 0.06
clkLatencyLatePin_ns = 0.69
cts_made_buffers = 104
ctsHoldBuffers = 0
cts_tree = "yes"
cts.htree.levels = 3
clock_path_buffers = 3

[job]
warning_count = 28
max-cap-violations = 0

[worst_hold_path]
worstHoldPathType = "reg -> reg"
min_delay_path_depth = 6

[pwr]
ir_drop_v = 0.0000925
power_density_nw_per_um2 = 112
leakagePower_nw = 14.2
-- worst register-to-register path: stages (launching register included) --
cell and delay [ns]:
edfxtp_1 0.35, mux2_2 0.28, a221oi_1 0.73, o221ai_1 0.23, a32oi_1 0.40, nor2_1 0.13
nand4b_1 0.19
-- path summary, 6_finish.rpt --
path	slack [ns]	endpoint	from
max	11.30	dataOut[0]$_DFF_P_	address[2]
min	0.79	dataOut[7]$_DFF_P_	memory[31][7]$_DFFE_PP_
max reg2reg	15.66	dataOut[7]$_DFF_P_	memory[63][7]$_DFFE_PP_
min reg2reg	0.79	dataOut[7]$_DFF_P_	memory[31][7]$_DFFE_PP_
-- layout by cell type (no fill, tap or decap), types with 4 or more instances in the layout --
| cell type | netlist | final |
|---|---|---|
| clkinv_1 | 0 | 31 |
| a22oi_1 | 73 | 73 |
| or3_1 | 4 | 4 |
| a211oi_1 | 8 | 8 |
| o211ai_1 | 11 | 11 |
| clkdlybuf4s50_1 | 0 | 11 |
| and2_1 | 5 | 5 |
| nand4_1 | 9 | 9 |
| a221oi_1 | 220 | 220 |
| o21ai_0 | 80 | 80 |
| o22ai_1 | 24 | 24 |
| nand2b_1 | 8 | 8 |
| nor2b_1 | 12 | 9 |
| a221o_1 | 20 | 20 |
| clkinv_2 | 0 | 16 |
| buf_4 | 9 | 107 |
| nor3_1 | 16 | 16 |
| edfxtp_1 | 1024 | 1024 |
| mux2i_1 | 61 | 61 |
| mux4_2 | 11 | 11 |
| a21oi_1 | 125 | 125 |
| nand2_1 | 102 | 102 |
| clkbuf_16 | 0 | 107 |
| mux2_1 | 4 | 4 |
| mux2_2 | 60 | 60 |
| bufinv_16 | 0 | 11 |
| a22o_1 | 41 | 41 |
| clkbuf_1 | 72 | 23 |
| a2bb2oi_1 | 4 | 4 |
| o2bb2ai_1 | 4 | 4 |
| nor2b_4 | 2 | 4 |
| o22a_1 | 11 | 11 |
| nand3_1 | 17 | 17 |
| dfxtp_1 | 8 | 8 |
| nor2_1 | 240 | 239 |
| o31ai_1 | 6 | 6 |
| o221ai_1 | 17 | 17 |
-- power breakdown --
part,leakage (nW),switching [W],internal [W],total [W]
combinational,3.23,0.000223,0.0000807,0.000303
clock,1.65,0.000894,0.00124,0.00213
sequential,9.27,0.00000931,0.00264,0.00265
-- cell families after synthesis --
family                 Yosys count  share of synthesized area (%)
AOI/OAI and AO/OA              680                           12.5
buffers and inverters          199                           2.61
DFF                           1032                           76.4
muxes                          137                           3.94
and+or+nand+nor                427                           4.47
-- flip-flops by register name, indices dropped and copies added (netlist names) --
signal / flops
dataOut: 8
memory: 1024
-- stage by stage --
| stage | hold slack [ns] | worst slack [ns] | cell area, sq um | utilization, % | total power (W) |
|---|---|---|---|---|---|
| floorplan | 0.611 | 12.19 | 40400 | - | 0.00284 |
| global placement | 0.779 | 10.78 | 42000 | 42.0 | 0.00299 |
| detailed placement | 0.771 | 10.77 | 42000 | 42.0 | 0.00299 |
| CTS | 0.784 | 11.51 | 45400 | 45.3 | 0.00510 |
| global route | 0.812 | 11.29 | 45400 | 45.3 | 0.00521 |
| finish | 0.786 | 11.30 | 45400 | 45.3 | 0.00508 |
-- area by class of cell --
| cell class | count | area [sq um] |
|---|---|---|
| Clock inverter | 65 | 619 |
| Sequential cell | 1032 | 30900 |
| Multi-Input combinational cell | 1244 | 8500 |
| Inverter | 4 | 17.5 |
| Timing Repair Buffer | 124 | 981 |
| Clock buffer | 130 | 2760 |
| Tap cell | 1298 | 1620 |
| Fill cell | 8368 | 54700 |
-- layer usage --
metal / vias to the layer above / GRT usage, %
met5: - / 0.898
met2: 1775 / 36.4
met3: 297 / 20.6
met4: 16 / 6.89
met1: 12000 / 31.4
li1: 10200 / -
Power figures rest on the tool's default switching activity, not on a simulated workload.
