`flow/design.v`:
```
`timescale 1 ns / 1 ps
module shiftregister
#(parameter width = 8)
(
input               clk,                 
input               peripheralClkEdge,   
input               parallelLoad,        
input  [width-1:0]  parallelDataIn,      
input               serialDataIn,        
output reg[width-1:0]  parallelDataOut,     
output reg           serialDataOut        
);
    reg [width-1:0]      shiftregistermem;
    initial shiftregistermem = 0;
    always @(posedge clk) begin
        if( parallelLoad == 1)
            shiftregistermem <= parallelDataIn;
        else if (peripheralClkEdge == 1) begin
          shiftregistermem <= {shiftregistermem[width-2:0], serialDataIn};
        end
        serialDataOut <= shiftregistermem[width-1];
        parallelDataOut <= shiftregistermem;
    end
endmodule
```
`flow/run.sh`:
```
#!/bin/bash
# OpenROAD 26Q1-2900-gdf79404cd8, Yosys 0.63+post, stock flow scripts
make -C /OpenROAD-flow-scripts/flow DESIGN_CONFIG=/design/flow/config.mk WORK_HOME=/design/flow/orfs finish
```
`flow/config.mk`:
```
export PLATFORM = sky130hd
export DESIGN_NAME = shiftregister
export DESIGN_NICKNAME = shiftregister
export VERILOG_FILES = /design/flow/design.v
export SDC_FILE = /design/flow/constraint.sdc
export NUM_CORES = 4
export LEC_CHECK = 1
export CORE_AREA = 10 10 70 70
export DIE_AREA = 0 0 80 80
```
`flow/constraint.sdc`:
```
current_design shiftregister

set clk_period 1.4
set clk_io_pct 0.2

create_clock -name clk0 -period $clk_period [get_ports {clk}]

set non_clock_inputs [all_inputs -no_clocks]
set_input_delay [expr $clk_period * $clk_io_pct] -clock clk0 $non_clock_inputs
set_output_delay [expr $clk_period * $clk_io_pct] -clock clk0 [all_outputs]
```
==> run_results.csv <==
group,metric,value,unit
grt,groute.usage.overall,3.08,%
clock_network,cts_buffer_depth,2,
layout,fillCellCount,369,
clock_network,clock_sinks,16,
floorplan,die_y,80,um
critical_path,path_class,"reg -> out",
placement,dp_hpwl,869,um
synth,yosysWarnings,1,
synth,aoi_share,0,%
synth,yosys-stat-cells,27,
floorplan,rows,21,
clock_network,cts-root-buf,"clkbuf_4",
clock_network,h-tree-depth,1,
clock_network,clock_latency,270,ps
timing,slew_headroom,91.3,%
grt,antenna_found_initial,0,
synth,ys_sh_simple,1.15,%
synth,numSynthFlops,16,
grt,overflow,0,
route,postRouteWirelength,1010,um
critical_path,endpoint,"parallelDataOut[0]",
power,total_power,990,uW
synth,synth-async-reset-ratio,0,%
critical_path,worst-path-buf-inv,1,
power,p_per_area,1160,nW/um^2
layout,seqCellArea,403,sq um
critical_path,required,1120,ps
power,cellLeakagePower,0.334,nW
route,diodes,0,
synth,ys_area,546,sq um
route,drt_iter0_drc,11,
timing,skew,0.820,ps
layout,drive_gt1_share,34.0,%
grt,gr-usage-met3,3.18,%
synth,largest_area_cell,"edfxtp_1",
critical_path,cp_max_fo,1,
route,dr.pass1.iters,3,
placement,place_congestion,0.643,
critical_path,crit_path_max_incr_delay,470,ps
floorplan,coreArea,3420,sq um
clock_network,holdBufCountCts,0,
clock_network,cts_setup_buffers,0,
timing,rsz0062_at_grt,"false",
layout,logic_area,126,sq um
synth,edf_count,8,
synth,ys_types,6,
synth,top_cells_by_count,"dfxtp_1 (8), edfxtp_1 (8), mux2_4 (8)",
grt,grt_pass1_vias,316,
critical_path,rrSetupSlack,440,ps
critical_path,r2r-start,"shiftregistermem[3]$_DFFE_PP_",
critical_path,cp_num_cells,1,
critical_path,startpoint_type,"flip-flop",
run_status,status,"finished, final reports clean",
clock_network,cts_resized,0,
route,via_count,304,
synth,syn_area,546,sq um
route,ant_nets,0,
critical_path,crit_path_cell_trace,"clkdlybuf4s50_1",
synth,syn_inst,27,
critical_path,crit_path_end_kind,"output port",
layout,area_delta_synth_final,56.4,%
synth,netlist_logic_family_top,"multiplexers",
timing,slew_violations,0,
synth,yosys.area.top_type_share,44.0,%
critical_path,r2r_end,"shiftregistermem[4]$_DFFE_PP_",
clock_network,cts_made_buffers,3,
timing,period_used_share,95.5,%
clock_network,clk_pin_slew_worst_paths,80,ps
timing,fin_hold_ws,347,ps
synth,ys.flop_type,"edfxtp_1",
synth,synthTopCellsByArea,"edfxtp_1 (44%), dfxtp_1 (29%), mux2_4 (22%)",
floorplan,initCoreUtil,16.0,%
grt,grt_max_degree,10,
synth,ys_seq_share,73.4,%
clock_network,cts_tree,"done",
grt,busiest_layer,"met2",
synth,xor_area_share,0,%
timing,fmax,748,MHz
critical_path,cp.arrival,1060,ps
floorplan,die_area,6400,sq um
grt,use_met1,3.28,%
critical_path,crit_family,"buffers and inverters",
route,viasPerCell,3.07,
timing,min_period,1340,ps
synth,syn_area_per_cell,20.2,sq um
grt,grt_pass1_wl,1440,um
placement,port_buffers,20,
route,drc,0,
timing,final-setup-viol-count,0,
critical_path,cp-startpoint,"parallelDataOut[0]$_DFF_P_",
floorplan,die_width,80,um
power,peakVddDrop,566,uV
floorplan,ios,21,
timing,worst_pin_slew,130,ps
synth,mux_share,22.0,%
critical_path,cp_slowest_cell,"clkdlybuf4s50_1",
critical_path,r2r_cells,1,
flow_run,warning_count,25,
grt,grt_use_met2,4.41,%
timing,final-hold-violation-count,0,
route,wire_per_inst,10.2,um
hold_path,hold_class,"reg -> reg",
hold_path,hp-start,"shiftregistermem[7]$_DFFE_PP_",
synth,fa_ha_area_share,0,%
flow_run,maxCapViolations,0,
==> per-layer routing <==
layer | routed length, um | vias up
met4 | 0 | 0
met3 | 166 | 0
li1 | - | 150
met2 | 424 | 16
met1 | 416 | 138
met5 | 0 | -
==> flip-flops by register name, summed over array words and instances, names as in the netlist <==
name / flops
shiftregistermem: 8
parallelDataOut: 8
==> cell families after synthesis <==
| family | Yosys count |
|---|---|
| muxes | 8 |
| buffers and inverters | 2 |
| DFF | 16 |
| and+or+nand+nor | 1 |
==> through the flow <==
| stage | TNS [ps] | worst slack [ps] | std cells | area [sq um] | utilization, % |
|---|---|---|---|---|---|
| finish | 0 | 63.0 | 99 | 853 | 25.0 |
| global route | 0 | 0.359 | 99 | 853 | 25.0 |
| CTS | 0 | 25.8 | 99 | 851 | 24.9 |
| detailed placement | -1490 | -107 | 95 | 815 | 23.8 |
| global placement | -1270 | -92.6 | 95 | 815 | 23.8 |
| floorplan | 0 | 386 | 27 | 546 | - |
==> area by class of cell <==
type | instances | area share (%)
timing repair buffer | 24 | 27.0
multi-input combinational | 9 | 14.8
tap | 46 | 6.74
clock buffer | 4 | 4.25
sequential | 16 | 47.2
==> layout by cell type (no fill, tap or decap), drive strengths merged <==
cell           count
buf                4
clkbuf             4
clkdlybuf4s50     20
dfxtp              8
edfxtp             8
mux2               8
or2                1
==> worst min-delay path by stage <==
stage	endpoint	slack [ps]	cells past startpoint
after CTS	parallelDataOut[7]$_DFF_P_	350	0
after global routing	parallelDataOut[7]$_DFF_P_	360	0
final	parallelDataOut[7]$_DFF_P_	350	0
==> where the power goes <==
group,total [mW],internal [mW],switching (mW)
sequential,0.567,0.549,0.0172
combinational,0.138,0.112,0.0256
clock,0.286,0.158,0.127
total,0.990,0.820,0.170
Power and IR drop assume default switching activity.
